==> flow/design.v <==
package morse_decoder_pkg;
	parameter DASH_TICK_COUNT_C = 30_000_000;
	parameter ILLEGAL_SYMBOL_TICK_COUNT_C = 100_000_000;
	parameter CHAR_TICK_COUNT_C = 175_000_000;
	parameter WORD_TICK_COUNT_C = 250_000_000;
	parameter DEBOUNCE_THRESHOLD_C = 2_000_000;
	parameter MORSE_A_C = 5'b01xxx;
	parameter MORSE_B_C = 5'b1000x;
	parameter MORSE_C_C = 5'b1010x;
	parameter MORSE_D_C = 5'b100xx;
	parameter MORSE_E_C = 5'b0xxxx;
	parameter MORSE_F_C = 5'b0010x;
	parameter MORSE_G_C = 5'b110xx;
	parameter MORSE_H_C = 5'b0000x;
	parameter MORSE_I_C = 5'b00xxx;
	parameter MORSE_J_C = 5'b0111x;
	parameter MORSE_K_C = 5'b101xx;
	parameter MORSE_L_C = 5'b0100x;
	parameter MORSE_M_C = 5'b11xxx;
	parameter MORSE_N_C = 5'b10xxx;
	parameter MORSE_O_C = 5'b111xx;
	parameter MORSE_P_C = 5'b0110x;
	parameter MORSE_Q_C = 5'b1101x;
	parameter MORSE_R_C = 5'b010xx;
	parameter MORSE_S_C = 5'b000xx;
	parameter MORSE_T_C = 5'b1xxxx;
	parameter MORSE_U_C = 5'b001xx;
	parameter MORSE_V_C = 5'b0001x;
	parameter MORSE_W_C = 5'b011xx;
	parameter MORSE_X_C = 5'b1001x;
	parameter MORSE_Y_C = 5'b1011x;
	parameter MORSE_Z_C = 5'b1100x;
	parameter MORSE_0_C = 5'b11111;
	parameter MORSE_1_C = 5'b01111;
	parameter MORSE_2_C = 5'b00111;
	parameter MORSE_3_C = 5'b00011;
	parameter MORSE_4_C = 5'b00001;
	parameter MORSE_5_C = 5'b00000;
	parameter MORSE_6_C = 5'b10000;
	parameter MORSE_7_C = 5'b11000;
	parameter MORSE_8_C = 5'b11100;
	parameter MORSE_9_C = 5'b11110;
	parameter MORSE_SPACE_C = 5'b11111;
	parameter MORSE_CHAR_WIDTH_MAX_C = 5;
	parameter MORSE_SIZE_WIDTH_MAX_C = 3;
endpackage
`timescale 1ns / 1ps
module decoder(
    input logic clk_100Mhz ,  
    input logic reset      ,  
    input logic       data_valid ,  
    input logic [2:0] char_index ,
    input logic [5:0]  char_data ,  
    output logic [55:0]       seg  
    );
    logic [6:0] seg7_d , seg7_q ,
                seg6_d , seg6_q ,
                seg5_d , seg5_q ,
                seg4_d , seg4_q ,
                seg3_d , seg3_q ,
                seg2_d , seg2_q ,
                seg1_d , seg1_q ,
                seg0_d , seg0_q ;
    always_comb begin
        seg0_d = seg0_q;
        if (data_valid) begin  
            case (char_index)
                3'b000: begin
                    if (char_data[0]) seg0_d = 7'b0000111;  
                    else seg0_d = 7'b0000110;  
                end  
                3'b001: begin
                    case (char_data[1:0])
                        2'b00: seg0_d = 7'b1001111;  
                        2'b01: seg0_d = 7'b0001000;  
                        2'b10: seg0_d = 7'b0101011;  
                        2'b11: seg0_d = 7'b1010100;  
                    endcase
                end  
                3'b010: begin
                    case (char_data[2:0])
                        3'b000: seg0_d = 7'b0010010;  
                        3'b001: seg0_d = 7'b1000001;  
                        3'b010: seg0_d = 7'b0101111;  
                        3'b011: seg0_d = 7'b0000001;  
                        3'b100: seg0_d = 7'b0100001;  
                        3'b101: seg0_d = 7'b0001010;  
                        3'b110: seg0_d = 7'b0010000;  
                        3'b111: seg0_d = 7'b1000000;  
                    endcase
                end  
                3'b011: begin
                    case (char_data[3:0])
                        4'b0000: seg0_d = 7'b0001001;  
                        4'b0001: seg0_d = 7'b1010101;  
                        4'b0010: seg0_d = 7'b0001110;  
                        4'b0011: seg0_d = 7'b1110111;  
                        4'b0100: seg0_d = 7'b1000111;  
                        4'b0101: seg0_d = 7'b1110111;  
                        4'b0110: seg0_d = 7'b0001100;  
                        4'b0111: seg0_d = 7'b1100001;  
                        4'b1000: seg0_d = 7'b0000011;  
                        4'b1001: seg0_d = 7'b0110110;  
                        4'b1010: seg0_d = 7'b1000110;  
                        4'b1011: seg0_d = 7'b0010001;  
                        4'b1100: seg0_d = 7'b0100100;  
                        4'b1101: seg0_d = 7'b0011000;  
                        4'b1110: seg0_d = 7'b1110111;  
                        4'b1111: seg0_d = 7'b1110111;  
                    endcase
                end  
                3'b100: begin
                end  
                3'b101: begin   
                    seg0_d = 7'b1111111 ;
                end  
            endcase
        end
    end
    always_ff @ (posedge clk_100Mhz) begin
        if (reset) seg0_q <= 7'b1111111 ;
        else seg0_q <= seg0_d;
    end
    always_comb begin
        seg7_d = seg7_q ;
        seg6_d = seg6_q ;
        seg5_d = seg5_q ;
        seg4_d = seg4_q ;
        seg3_d = seg3_q ;
        seg2_d = seg2_q ;
        seg1_d = seg1_q ;
        if (data_valid) begin  
            seg7_d = seg6_q ;
            seg6_d = seg5_q ;
            seg5_d = seg4_q ;
            seg4_d = seg3_q ;
            seg3_d = seg2_q ;
            seg2_d = seg1_q ;
            seg1_d = seg0_q ;
        end
    end
    always_ff @ (posedge clk_100Mhz) begin
        if (reset) begin
            seg7_q <= 7'b1111111 ;
            seg6_q <= 7'b1111111 ;
            seg5_q <= 7'b1111111 ;
            seg4_q <= 7'b1111111 ;
            seg3_q <= 7'b1111111 ;
            seg2_q <= 7'b1111111 ;
            seg1_q <= 7'b1111111 ;
        end 
        else begin
            seg7_q <= seg7_d ;
            seg6_q <= seg6_d ;
            seg5_q <= seg5_d ;
            seg4_q <= seg4_d ;
            seg3_q <= seg3_d ;
            seg2_q <= seg2_d ;
            seg1_q <= seg1_d ;
        end
    end
    always_comb begin
        seg = {seg7_q, seg6_q, seg5_q, seg4_q, seg3_q, seg2_q, seg1_q, seg0_q};
    end
endmodule
==> flow/run.sh <==
#!/bin/bash
# OpenROAD 26Q1-2900-gdf79404cd8, Yosys 0.63+post, stock flow scripts
make -C /OpenROAD-flow-scripts/flow DESIGN_CONFIG=/design/flow/config.mk WORK_HOME=/design/flow/orfs finish
==> flow/config.mk <==
export PLATFORM = sky130hd
export DESIGN_NAME = decoder
export DESIGN_NICKNAME = decoder
export VERILOG_FILES = /design/flow/design.v
export SDC_FILE = /design/flow/constraint.sdc
export NUM_CORES = 4
export LEC_CHECK = 1
export CORE_UTILIZATION = 50
==> flow/constraint.sdc <==
current_design decoder

set clk_period 2.1
set clk_io_pct 0.2

create_clock -name clk0 -period $clk_period [get_ports {clk_100Mhz}]

set non_clock_inputs [all_inputs -no_clocks]
set_input_delay [expr $clk_period * $clk_io_pct] -clock clk0 $non_clock_inputs
set_output_delay [expr $clk_period * $clk_io_pct] -clock clk0 [all_outputs]
==> flow_summary.json <==
{
  "cap_violations": 0,
  "min_period_ps": 1730,
  "cp_data_arrival_time_ps": 1930,
  "achievable-frequency_ghz": 0.578,
  "crit_fanout": 5,
  "hold_buffers": 0,
  "std_cell_rows": 25,
  "wl_per_cell_um": 13.1,
  "p_int_w": 0.00175,
  "lay_top_count": "clkdlybuf4s50_1",
  "ys_ff": 56,
  "cts_buffers": 5,
  "worstSetupEndpointType": "flip-flop",
  "clkTransAtPathRegs_ps": 90,
  "seq_power_share_pct": 51.4,
  "nFillCells": 404,
  "path_class": "input port to flip-flop",
  "antenna_found_initial": 0,
  "cpPeakStageDelay_ps": 470,
  "yosysSeqAreaShare_pct": 42.7,
  "synthTopCellsByArea": "dfxtp_1 (43%), a211o_1 (17%), nor2b_1 (12%)",
  "max-vdd-ir-drop_mv": 0.584,
  "crit_buf_inv": 2,
  "firstDrtPassIters": 4,
  "syn_to_final_growth_pct": 31.7,
  "dr_total_vias": 2143,
  "antenna_cells": 0,
  "yosys.cell_types.count": 36,
  "rsz0062_at_grt": "no",
  "critPathTopFamily": "buffers and inverters",
  "p_sw_share_pct": 23.7,
  "maxSlewHeadroom_pct": 56.1,
  "register_area_um2": 1120,
  "cp-start-kind": "input port",
  "routabilityCongestion": 0.956,
  "grt_usage_pct": 19.1,
  "drc": 0,
  "drt-total-wl_mm": 5.29,
  "p_sw_w": 0.000545,
  "finalClockPeriodUsage_pct": 82.4,
  "path_cells": "clkdlybuf4s50_1 > inv_1 > ha_1 > and2b_1 > a211o_1 > a41o_1",
  "vias_per_cell": 5.32,
  "avgSynthCellArea_um2": 9.61,
  "status": "complete, no violations",
  "numPortBuffers": 65,
  "tightest_slew_ps": 658,
  "cts.htree.levels": 2,
  "slowest_stage": "clkdlybuf4s50_1",
  "place_area_um2": 3340,
  "power_density_nw_per_um2": 665,
  "cts_setup_buffers": 0,
  "min_path_type": "input port to flip-flop",
  "grt_max_degree": 61,
  "top_area_share_pct": 42.7,
  "final_area_um2": 3450,
  "openroad.warnings": 36,
  "slew_violations": 0,
  "combPwrFrac_pct": 18.1,
  "dieHeight_um": 74.4,
  "clock.latency.late_pin_ps": 300,
  "drtIter0Drc": 99,
  "layout_top_cells": "clkdlybuf4s50_1 (63), dfxtp_1 (56), nor2b_1 (51), a211o_1 (51), buf_4 (14)",
  "finalSetupTns_ps": 0,
  "synth-edff-count": 0,
  "grt_pass1_vias": 1743,
  "fp_util_pct": 53.7,
  "flop_cell": "dfxtp_1",
  "yosys_area_um2": 2620,
  "boundaryPins": 68,
  "layout-drive-gt1-share_pct": 8.04,
  "clkPwrFrac_pct": 30.5,
  "tritoncts": "done",
  "grt_pass1_wl_mm": 8.03,
  "cts.root.buffer_cell": "clkbuf_8",
  "leakagePower_nw": 1.39,
  "async_flop_share_pct": 0,
  "core_um2": 4880,
  "syn_inst": 273,
  "cts_resized": 0,
  "synth_top_cell_by_area": "dfxtp_1",
  "p_total_w": 0.00229,
  "die_x_um": 74.4,
  "cts.sinks": 56,
  "dp_hpwl_mm": 3.65,
  "yosys_cells": 273,
  "ant_nets": 0,
  "required_ps": 2300,
  "fin_skew_ps": 2.33,
  "logic_area_um2": 1360,
  "die-area_um2": 5540,
  "setup_violations": 0,
  "finalHoldViolations": 0,
  "ys_warn_count": 1,
  "grt-ovfl-total": 0,
  "netlist_area_um2": 2620,
  "clockBufferDepth": 2
}
[cells in the mapped netlist (4+ instances only)]
library cell and instances:
o21ai_0 8, nor2b_1 51, dfxtp_1 56, inv_1 5
ha_1 8, buf_4 4, buf_2 10, a21oi_1 10
o211ai_1 4, a31oi_1 4, nor2_1 12, clkbuf_1 6
nand2b_1 4, nand2_1 7, a211o_1 51, mux2i_1 6
[stage by stage]
step                      cells  util (%)  hold slack, ps  worst slack, ps
after floorplan             273         -             427              612
after global placement      395      68.5             464             70.5
after detailed placement    395      68.5             467             41.4
after CTS                   403      70.8             450              381
after global routing        403      70.8             469              282
final                       403      70.8             457              369
[path summary, 6_finish.rpt]
check	from	to	slack, ps	cells after the start
hold / removal	data_valid	seg3_q[6]	460	2
hold reg to reg	seg3_q[2]	seg4_q[2]	490	1
setup reg to reg	seg0_q[3]	seg0_q[3]	1230	3
setup / recovery	char_data[0]	seg0_q[3]	370	6
[worst register-to-register path, stage by stage (launching register included)]
cell     delay [ps]
dfxtp_1         350
a21oi_1         120
o21ai_0         100
a41o_1          210
[state kept, by name, indices dropped and copies added (netlist names)]
name    cells
seg1_q      7
seg5_q      7
seg6_q      7
seg4_q      7
seg2_q      7
seg7_q      7
seg0_q      7
seg3_q      7
[layer usage]
metal	track usage [%]	share of wire (%)	vias up
met2	28.4	43	57
met4	3.98	1.9	0
met3	4.12	5.6	9
met5	0	0	-
li1	-	-	1100
met1	29.8	49	977
[cells by family (layout without fill, tap and decap cells)]
family                     count (synthesis)  count (layout)  synth area share (%)
buffers and inverters                     29              92                  5.49
xor gates and xnor gates                   1               1                 0.334
and+or+nand+nor                           84              84                  18.5
muxes                                      6               6                  2.29
DFF                                       56              56                  42.7
adders and majority gates                  8               8                  3.82
AOI/OAI and AO/OA                         89              89                  26.8
[cell type report]
class | instances | share of cell area, %
clock buffers | 6 | 2.10
clock inverters | 2 | 1.12
inverters | 5 | 0.543
multi-input cells | 188 | 39.3
flip-flops and latches | 56 | 32.5
well taps | 67 | 2.43
repair buffers | 79 | 22.0
[power groups by stage]
stage / sequential (W) / clock [W] / combinational [W]
CTS: 0.00118 / 0.000718 / 0.000420
global route: 0.00119 / 0.000760 / 0.000461
finish: 0.00118 / 0.000700 / 0.000416
