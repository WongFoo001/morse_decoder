==> design.v <==
package morse_decoder_pkg;
	parameter DASH_TICK_COUNT_C = 30_000_000;
	parameter ILLEGAL_SYMBOL_TICK_COUNT_C = 100_000_000;
	parameter CHAR_TICK_COUNT_C = 175_000_000;
	parameter WORD_TICK_COUNT_C = 250_000_000;
	parameter DEBOUNCE_THRESHOLD_C = 2_000_000;
	parameter MORSE_A_C = 5'b01xxx;
	parameter MORSE_B_C = 5'b1000x;
	parameter MORSE_C_C = 5'b1010x;
	parameter MORSE_D_C = 5'b100xx;
	parameter MORSE_E_C = 5'b0xxxx;
	parameter MORSE_F_C = 5'b0010x;
	parameter MORSE_G_C = 5'b110xx;
	parameter MORSE_H_C = 5'b0000x;
	parameter MORSE_I_C = 5'b00xxx;
	parameter MORSE_J_C = 5'b0111x;
	parameter MORSE_K_C = 5'b101xx;
	parameter MORSE_L_C = 5'b0100x;
	parameter MORSE_M_C = 5'b11xxx;
	parameter MORSE_N_C = 5'b10xxx;
	parameter MORSE_O_C = 5'b111xx;
	parameter MORSE_P_C = 5'b0110x;
	parameter MORSE_Q_C = 5'b1101x;
	parameter MORSE_R_C = 5'b010xx;
	parameter MORSE_S_C = 5'b000xx;
	parameter MORSE_T_C = 5'b1xxxx;
	parameter MORSE_U_C = 5'b001xx;
	parameter MORSE_V_C = 5'b0001x;
	parameter MORSE_W_C = 5'b011xx;
	parameter MORSE_X_C = 5'b1001x;
	parameter MORSE_Y_C = 5'b1011x;
	parameter MORSE_Z_C = 5'b1100x;
	parameter MORSE_0_C = 5'b11111;
	parameter MORSE_1_C = 5'b01111;
	parameter MORSE_2_C = 5'b00111;
	parameter MORSE_3_C = 5'b00011;
	parameter MORSE_4_C = 5'b00001;
	parameter MORSE_5_C = 5'b00000;
	parameter MORSE_6_C = 5'b10000;
	parameter MORSE_7_C = 5'b11000;
	parameter MORSE_8_C = 5'b11100;
	parameter MORSE_9_C = 5'b11110;
	parameter MORSE_SPACE_C = 5'b11111;
	parameter MORSE_CHAR_WIDTH_MAX_C = 5;
	parameter MORSE_SIZE_WIDTH_MAX_C = 3;
endpackage
`timescale 1ns / 1ps
module debouncer #( parameter TICK_COUNT = 5000000 )(
	input logic clk_100Mhz ,
	input logic reset      ,
	input logic btn_in     , 
	output logic btn_press
);
	localparam WIDTH = $clog2(TICK_COUNT+1);  
	logic [WIDTH-1 : 0] time_count_d, time_count_q ;
	logic                btn_press_d, btn_press_q  ;
	always_comb begin
		time_count_d = time_count_q;
		btn_press_d  = 0; 
		if (time_count_q == TICK_COUNT) begin
			time_count_d = time_count_q;  
			if (btn_in) btn_press_d = 1'b1;
			else time_count_d = 0;
		end
		else time_count_d = time_count_q + 1'b1;
	end
	always_ff @ (posedge clk_100Mhz) begin
		if (reset) begin
			time_count_q <= 0;
			btn_press_q  <= 0;
		end
		else begin
			time_count_q <= time_count_d;
			btn_press_q  <= btn_press_d;
		end
	end 
	always_comb begin
	   btn_press = btn_press_q;
	end
endmodule 
==> run.sh <==
#!/bin/bash
# OpenROAD 26Q1-2900-gdf79404cd8, Yosys 0.63+post, stock flow scripts
make -C /OpenROAD-flow-scripts/flow DESIGN_CONFIG=/design/flow/config.mk WORK_HOME=/design/flow/orfs finish
==> config.mk <==
export PLATFORM = sky130hd
export DESIGN_NAME = debouncer
export DESIGN_NICKNAME = debouncer
export VERILOG_FILES = /design/flow/design.v
export SDC_FILE = /design/flow/constraint.sdc
export NUM_CORES = 4
export LEC_CHECK = 1
export CORE_AREA = 10 10 85 85
export DIE_AREA = 0 0 95 95
==> constraint.sdc <==
current_design debouncer

set clk_period 2.8
set clk_io_pct 0.2

create_clock -name clk0 -period $clk_period [get_ports {clk_100Mhz}]

set non_clock_inputs [all_inputs -no_clocks]
set_input_delay [expr $clk_period * $clk_io_pct] -clock clk0 $non_clock_inputs
set_output_delay [expr $clk_period * $clk_io_pct] -clock clk0 [all_outputs]
==> out/results.tsv <==
metric	value	unit
outcome	completed	
root_buffer	clkbuf_8	
netlist.area_leader.share	40.04	%
h-tree-depth	1	
finalSetupTns	0	ps
grt-ovfl-total	0	
finalSetupViolCount	0	
critical_path_class	flip-flop to flip-flop	
hp-class	flip-flop to flip-flop	
drv_cap	0	
grt_pass1_vias	932	
rows	27	
path_clk_slew	80	ps
post_cts_buffers	0	
final_max_slew_viol_count	0	
r2r-start	time_count_q[0]	
synth-edff-count	0	
common_cells	24 x dfxtp_1, 12 x nor2_1, 11 x nand3_1, 9 x nand2_1, 9 x nand4_1	
whs	512.6	ps
fmax	549.6	MHz
top_cell	dfxtp_1	
async_flop_share	0	%
antenna_found_initial	0	
syn-cell-area	0.001200	mm²
wl_per_cell	11.38	µm
ys_area	0.001200	mm²
viasPerCell	4.646	
numCtsBuffers	3	
tritoncts	done	
powerDensity	425.3	mW/mm²
gp_congestion	0.8016	
die_x	95	µm
finalCritPeriodShare	64.98	%
grt_pass1_wl	4374	µm
io_buffers	3	
holdBufCountCts	0	
yosysCellCount	134	
hold_viol	0	
drive_above_1_share	10.95	%
die_h	95	µm
total_power	0.5694	mW
start_kind	flip-flop	
postSynthCellCount	134	
place_area	0.001297	mm²
drtPass1Iterations	4	
rsz0062_at_grt	false	
die_area	0.009025	mm²
worstPathRequired	2960	ps
crit_start	time_count_q[0]	
tool_warnings	26	
antenna_cells	0	
grt.total_usage	5.740	%
grt_start_max_net_pins	19	
cts_resized	0	
ant_nets	0	
ys_warn_count	1	
routed_wl	2379	µm
syn2layout_area_growth	11.57	%
slew_headroom	63.03	%
crit_fanout	7	
ff_type	dfxtp_1	
drc	0	
ys.flops	24	
stdcell_area	0.001339	mm²
synth.avg_cell_area	8.954	µm²
pin_count	4	
cp_cell_sequence	inv_1, ha_1, and4bb_1, nand4_1, or4_4, nand2b_4, nor2_2	
cts_max_path_buffers	2	
yosys-top-cells-area	dfxtp_1 40%, xor2_1 5.8%, xnor2_1 5.1%	
min_from	time_count_q[22]	
yosysTopAreaCell	dfxtp_1	
irDropWorstVdd	185.3	µV
critPathTopFamily	simple AND/OR/NAND/NOR gates	
fp.coreArea	0.005473	mm²
drtIter0Drc	54	
hpwl	1747	µm
cp-end-kind	flip-flop	
synth_cell_type_count	30	
tightest_slew	550.3	ps
placedCellCount	206	
dr_total_vias	971	
crit_buf_inv	1	
layoutNonFillerInstCount	209	
cts.sinks	24	
worst_path_largest_cell_delay	600	ps
final.min_clock_period	1820	ps
initCoreUtil	21.93	%
crit_arrival	1980	ps
clock_latency	260	ps
p_leak	0.4017	nW
cp_slowest_cell	or4_4	
clock_skew	2.968	ps
ys_seq_share	40.04	%
## metrics by stage
| stage | worst slack [ps] | util (%) |
|---|---|---|
| after floorplan | 1062 | - |
| after global placement | 813.8 | 23.71 |
| after detailed placement | 797.7 | 23.71 |
| after CTS | 979.9 | 24.46 |
| after global routing | 883.9 | 24.46 |
| final | 980.5 | 24.46 |
## path summary, 6_finish.rpt
path	end	slack [ps]	cells after the start
setup / recovery	time_count_q[3]	980	7
hold / removal	time_count_q[22]	510	1
setup reg to reg	time_count_q[3]	980	7
hold reg to reg	time_count_q[22]	510	1
## per-layer routing
metal	up-vias	track usage (%)	part of all wire [%]
li1	491	-	-
met1	462	8.268	50
met2	16	8.696	44
met3	2	1.362	4.4
met4	0	0.9975	1.4
met5	-	0	0
## cell type report
type | instances | area (µm²)
sequential | 24 | 480.5
inverter | 3 | 11.26
clock buffer | 3 | 41.29
multi-input combinational | 103 | 678.2
fill | 594 | 4134
tap | 72 | 90.09
timing repair buffer | 4 | 37.54
## state kept, by name, summed over array words and instances, names as in the netlist
name / flops
time_count_q: 23
btn_press_q: 1
## logic make-up (layout without fill, tap and decap cells)
kind of cell	count (synthesis)	in the layout	synth area share, %
AND-OR/OR-AND	10	10	5.214
XOR/XNOR	15	15	10.95
flip-flops	24	24	40.04
buffers and inverters	7	10	3.441
adder cells (fa/ha/maj)	2	2	2.085
AND/OR/NAND/NOR	76	76	38.27
## worst register-to-register path, stage by stage, from the launching register on
cell	delay (ps)
dfxtp_1	350
inv_1	100
ha_1	140
and4bb_1	210
nand4_1	100
or4_4	600
nand2b_4	170
nor2_2	50
## cell usage in the layout, fill, tap and decap left out, types with 5 or more instances in the layout
cell / synthesis / layout
dfxtp_1: 24 / 24
nand2_1: 9 / 9
nand3_1: 11 / 11
nand4_1: 9 / 9
nand4b_1: 5 / 5
nor2_1: 12 / 12
nor2_2: 7 / 7
nor3_1: 5 / 5
o31ai_1: 5 / 5
xnor2_1: 7 / 7
xor2_1: 8 / 8
## power by group
| group | switching, mW | leakage [nW] | internal [mW] |
|---|---|---|---|
| Sequential | 0.00538 | 0.194 | 0.345 |
| Combinational | 0.0136 | 0.186 | 0.0107 |
| Clock | 0.0992 | 0.0216 | 0.0960 |
Power and IR drop assume default switching activity.
