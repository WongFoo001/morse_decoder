==> ./design.v <==
package morse_decoder_pkg;
	parameter DASH_TICK_COUNT_C = 30_000_000;
	parameter ILLEGAL_SYMBOL_TICK_COUNT_C = 100_000_000;
	parameter CHAR_TICK_COUNT_C = 175_000_000;
	parameter WORD_TICK_COUNT_C = 250_000_000;
	parameter DEBOUNCE_THRESHOLD_C = 2_000_000;
	parameter MORSE_A_C = 5'b01xxx;
	parameter MORSE_B_C = 5'b1000x;
	parameter MORSE_C_C = 5'b1010x;
	parameter MORSE_D_C = 5'b100xx;
	parameter MORSE_E_C = 5'b0xxxx;
	parameter MORSE_F_C = 5'b0010x;
	parameter MORSE_G_C = 5'b110xx;
	parameter MORSE_H_C = 5'b0000x;
	parameter MORSE_I_C = 5'b00xxx;
	parameter MORSE_J_C = 5'b0111x;
	parameter MORSE_K_C = 5'b101xx;
	parameter MORSE_L_C = 5'b0100x;
	parameter MORSE_M_C = 5'b11xxx;
	parameter MORSE_N_C = 5'b10xxx;
	parameter MORSE_O_C = 5'b111xx;
	parameter MORSE_P_C = 5'b0110x;
	parameter MORSE_Q_C = 5'b1101x;
	parameter MORSE_R_C = 5'b010xx;
	parameter MORSE_S_C = 5'b000xx;
	parameter MORSE_T_C = 5'b1xxxx;
	parameter MORSE_U_C = 5'b001xx;
	parameter MORSE_V_C = 5'b0001x;
	parameter MORSE_W_C = 5'b011xx;
	parameter MORSE_X_C = 5'b1001x;
	parameter MORSE_Y_C = 5'b1011x;
	parameter MORSE_Z_C = 5'b1100x;
	parameter MORSE_0_C = 5'b11111;
	parameter MORSE_1_C = 5'b01111;
	parameter MORSE_2_C = 5'b00111;
	parameter MORSE_3_C = 5'b00011;
	parameter MORSE_4_C = 5'b00001;
	parameter MORSE_5_C = 5'b00000;
	parameter MORSE_6_C = 5'b10000;
	parameter MORSE_7_C = 5'b11000;
	parameter MORSE_8_C = 5'b11100;
	parameter MORSE_9_C = 5'b11110;
	parameter MORSE_SPACE_C = 5'b11111;
	parameter MORSE_CHAR_WIDTH_MAX_C = 5;
	parameter MORSE_SIZE_WIDTH_MAX_C = 3;
endpackage
`timescale 1ns / 1ps
module morse_rx(
    input logic clk_100MHz ,  
    input logic reset      ,  
    input logic user_btn   ,  
    input logic btn_to   ,
    input logic dash_to  , 
    input logic inter_to ,
    input logic word_to  ,
    output logic btn_t_res   ,
    output logic dash_t_res  ,
    output logic inter_t_res , 
    output logic word_t_res  ,  
    output logic [5:0] char_data  ,
    output logic [2:0] char_index , 
    output logic       char_valid 
);
    typedef enum logic [3:0] {
        ERROR         = 4'b0000 ,
        IDLE          = 4'b0001 ,
        TIMERS_1_INIT = 4'b0010 ,
        REL_CATCH     = 4'b0011 ,
        TIMERS_2_INIT = 4'b0100 ,
        DD_CATCH      = 4'b0101 ,
        CHAR_POST     = 4'b0110 ,
        CHAR_CATCH    = 4'b0111 ,
        WORD_POST     = 4'b1000 ,
        WORD_CATCH    = 4'b1001 ,
        CLEANUP       = 4'b1010 
    } states_t;
    states_t next_state, curr_state ;  
    logic [5:0] int_char_data_d, int_char_data_q ;  
    logic [2:0] int_char_ind_d , int_char_ind_q  ;  
    logic char_valid_d   , char_valid_q   ,  
          cleanup_flag_d , cleanup_flag_q ,  
          btn_t_res_d    , btn_t_res_q    ,  
          dash_t_res_d   , dash_t_res_q   ,  
          inter_t_res_d  , inter_t_res_q  ,  
          word_t_res_d   , word_t_res_q   ;  
    always_comb begin
        next_state = curr_state;
        case (curr_state) 
            ERROR: begin  
            end
            IDLE: begin
                if (user_btn) next_state = TIMERS_1_INIT;
            end  
            TIMERS_1_INIT: begin
                next_state = REL_CATCH;
            end  
            REL_CATCH: begin
                if (btn_to) next_state = IDLE;
                else if (!user_btn) next_state = TIMERS_2_INIT;
            end  
            TIMERS_2_INIT: begin
                next_state = DD_CATCH;
            end  
            DD_CATCH: begin
                if (user_btn) next_state = CLEANUP;
                else if (inter_to) next_state = CHAR_POST;
            end  
            CHAR_POST: begin
                next_state = CHAR_CATCH;
            end  
            CHAR_CATCH: begin
                if (user_btn) next_state = CLEANUP;
                else if (word_to) next_state = WORD_POST;
            end  
            WORD_POST: begin
                next_state = WORD_CATCH;
            end  
            WORD_CATCH: begin
                if (user_btn) next_state = CLEANUP;
            end  
            CLEANUP: begin
                next_state = TIMERS_1_INIT;
            end  
            default: begin  
            end
        endcase
    end
    always_ff @ (posedge clk_100MHz) begin
        if (reset) curr_state <= IDLE;  
        else curr_state <= next_state;  
    end
    always_comb begin
        int_char_data_d = int_char_data_q ;
        int_char_ind_d  = int_char_ind_q  ;
        char_valid_d    = 1'b0            ;
        cleanup_flag_d  = 1'b0            ;
        btn_t_res_d   = 1'b0;
        dash_t_res_d  = 1'b0;
        inter_t_res_d = 1'b0;
        word_t_res_d  = 1'b0;
        case (curr_state)
            ERROR: begin  
            end
            IDLE: begin
            end  
            TIMERS_1_INIT: begin
                btn_t_res_d  = 1'b1;
                dash_t_res_d = 1'b1;
            end  
            REL_CATCH: begin
            end  
            TIMERS_2_INIT: begin
                inter_t_res_d = 1'b1;
                word_t_res_d  = 1'b1;
                if (dash_to) int_char_data_d[int_char_ind_q] = 1'b1;  
                else int_char_data_d[int_char_ind_q] = 1'b0;  
            end  
            DD_CATCH: begin
                cleanup_flag_d = 1'b1;
            end  
            CHAR_POST: begin
                char_valid_d = 1'b1;
            end  
            CHAR_CATCH: begin
            end  
            WORD_POST: begin
                int_char_data_d = {1'b1, 5'b00000};
                int_char_ind_d  = {3'b101};  
                char_valid_d = 1'b1;
            end  
            WORD_CATCH: begin
            end  
            CLEANUP: begin
                if (!cleanup_flag_q) begin
                    int_char_data_d = 6'b000000;
                    int_char_ind_d  = 3'b0;
                end
                else int_char_ind_d  = int_char_ind_q + 1'b1;
            end  
            default: begin  
            end
        endcase
    end
    always_ff @ (posedge clk_100MHz) begin
        if (reset) begin
            int_char_data_q <= 6'b000000 ;
            int_char_ind_q  <= 3'b0      ;
            char_valid_q    <= 1'b0      ;
            cleanup_flag_q  <= 1'b0      ;
            btn_t_res_q   <= 1'b0 ;
            dash_t_res_q  <= 1'b0 ;
            inter_t_res_q <= 1'b0 ;
            word_t_res_q  <= 1'b0 ;
        end 
        else begin
            int_char_data_q <= int_char_data_d ;
            int_char_ind_q  <= int_char_ind_d  ;
            char_valid_q    <= char_valid_d    ;
            cleanup_flag_q  <= cleanup_flag_d  ;
            btn_t_res_q   <= btn_t_res_d   ;
            dash_t_res_q  <= dash_t_res_d  ;
            inter_t_res_q <= inter_t_res_d ;
            word_t_res_q  <= word_t_res_d  ;
        end
    end
    always_comb begin
        char_data  = int_char_data_q ;
        char_index = int_char_ind_q  ;
        char_valid = char_valid_q    ;
        btn_t_res   = btn_t_res_q   ;
        dash_t_res  = dash_t_res_q  ;
        inter_t_res = inter_t_res_q ;
        word_t_res  = word_t_res_q  ; 
    end
endmodule 
==> ./run.sh <==
#!/bin/bash
# OpenROAD 26Q1-2900-gdf79404cd8, Yosys 0.63+post, stock flow scripts
make -C /OpenROAD-flow-scripts/flow DESIGN_CONFIG=/design/flow/config.mk WORK_HOME=/design/flow/orfs finish
==> ./config.mk <==
export PLATFORM = sky130hd
export DESIGN_NAME = morse_rx
export DESIGN_NICKNAME = morse_rx
export VERILOG_FILES = /design/flow/design.v
export SDC_FILE = /design/flow/constraint.sdc
export NUM_CORES = 4
export LEC_CHECK = 1
export CORE_AREA = 10 10 84 84
export DIE_AREA = 0 0 94 94
==> ./constraint.sdc <==
current_design morse_rx

set clk_period 1.5
set clk_io_pct 0.2

create_clock -name clk0 -period $clk_period [get_ports {clk_100MHz}]

set non_clock_inputs [all_inputs -no_clocks]
set_input_delay [expr $clk_period * $clk_io_pct] -clock clk0 $non_clock_inputs
set_output_delay [expr $clk_period * $clk_io_pct] -clock clk0 [all_outputs]
==> run summary <==
Status of the implementation.

- The flow reported a cell area power density of 712 mW/mm².
- The routed design shows a wire length per standard cell of 11.1 µm.
- The run finished, with violations left.
- The hold-fix buffer count after cts is 0, for reference.
- The layout overhead on the synthesized area is 49.1%, for reference.
- Setup repair after global routing could not meet its margin everywhere.
- 0 antenna diodes ended up in the layout.
- The count of warnings emitted by yosys is 1, for reference.
- The met1 layer usage reported by global route is 8.14%, for reference.
- Across all setup checks in the final design, the least slack found is -0.0259 ns.
- Global routing put the most usage on met1.
- The number of cells reported by Yosys stat comes to 113.
- Per the finish-stage timing summary, setup violations number 1.
- The worst hold path belongs to the class reg -> reg.
- The critical-path maximum fanout is 2, for reference.
- The clock tree from TritonCTS is done, for reference.
- The category of the critical setup timing path is reg -> reg, for reference.
- Buffers placed on the I/O ports in this run total 20.
- According to the floorplan report, the total die area is 0.00884 mm².
- Per the post-route antenna check, the number of violating nets is 0.
- The iteration-0 DRC count of the detailed router is 80, for reference.
- The script reports the combined buffer and inverter count of the critical path as 1.
- Static timing analysis puts the maximum clock frequency at 0.655 GHz.
- The sequential cell area fraction in the yosys report is 45.8%, for reference.
- The CTS root buffer is clkbuf_8, for reference.
- The number of buffers created by CTS is 3, for reference.
- The final reports fail on negative setup slack.
- The post-placement cell area is 0.00137 mm², for reference.
- The buffer levels on the longest clock path is 2, for reference.
- On the critical path the largest part of the delay comes from simple AND/OR/NAND/NOR gates.
- The main area contributors are dfxtp_1, a21oi_1, nor2_1, ha_1, inv_1.
- The global-route wire length before repair is 3970 µm, for reference.
- The post-route netlist has 24.0% of its cells at a drive strength greater than 1.
- For this run, design rule violations remaining after detail routing come to 0.
- The worst setup path is launched from a flop.
- The final clock period utilization by the worst path is 102%, for reference.
- The overall track demand over capacity in global routing is 5.44%, for reference.
- Entering global routing, the biggest net connects 15 pins.
- The unique cell type count in the Yosys netlist is 32, for reference.
- The relative slew slack is 76.1%, for reference.
- Per the cell usage report, the commonest logic cell in the layout is dfxtp_1.
- As reported, the later end of the worst-skew pair has a clock insertion delay of 0.26 ns.
- The routed design has 2410 µm of wire.
- The share of the core filled by cells before placement is 19.3%, for reference.
- The global routing usage on met3 is 2.02%, for reference.
- The global route stage reports its total congestion overflow as 0.
- Yosys reported a register bit count of 23.
- Per the synthesis report, the dominant area consumer among library cells is dfxtp_1.
- The number of levels the H-tree was split into is 1, for reference.
- The netlist area before placement is 0.00100 mm², for reference.
- The most common logic cells in the final layout are dfxtp_1, clkdlybuf4s50_1, nor2_1, a21oi_1, buf_4.
- The area taken by sequential standard cells is reported as 467 µm².
- The via-per-instance ratio is 4.06, for reference.
- The final number of max-transition violations is 0, for reference.
- In this run the tools logged warnings totalling 31.
- A synthesized cell averages 8.89 µm².
- Per STA, the highest per-stage delay on the worst path measures 0.39 ns.
- The signal on the critical path passes through inv_2, ha_4, or3b_4, a211oi_2, mux2i_1, a21oi_1.
- The number of standard-cell rows in the floorplan is 26, for reference.
- The area figure in the yosys stat output is 0.00100 mm², for reference.
- With fillers left out, the area of the finished cells amounts to 0.00150 mm².
- The placeable core region is 0.00520 mm², for reference.
- After technology mapping, the gate count stands at 113.
- The run reported a max-capacitance violation count of 0.
- The clock period minus worst slack is 1.53 ns, for reference.
- The die outline width is 94 µm, for reference.
- The count of filler cells inserted in the layout is 550, for reference.
- In the global route stage, met2 resource usage came out at 7.55%.
- The final hold violation count recorded for this run is 0.
- The routability congestion estimate from global placement is 0.793, for reference.
- 21 I/O pins were placed.
- In this run the static leakage power is 0.584 nW.
- Data on the critical path arrives at its endpoint at 1.68 ns.
- Summed over all nets, the half-perimeter wirelength after detailed placement is 1840 µm.
- The TritonCTS sink count is 23, for reference.
- In this run the VDD rail shows a maximum IR drop of 401 µV.
- The detailed-routing iteration count for the pre-antenna-repair pass is 6, for reference.
- At the worst endpoint, the required time is 1.66 ns.
- The tightest hold path in the finished design has a slack of 0.466 ns.
- The slowest library cell on the worst path is or3b_4, for reference.
- The via count of the first global-routing pass was 830.
- The overall via count from detail_route is 877, for reference.
- The registers of the reported paths see a clock transition of 0.09 ns.
- The worst setup path is captured at a flop.
- The initial antenna violation count is 0.
- The slew at the pin with the worst max-slew slack is 0.358 ns, for reference.
- The vertical extent of the die is 94 µm, for reference.
- The multi-input combinational cell area is 551 µm², for reference.
- On the final layout, the worst clock skew is 0.00370 ns.
- Yosys reports that the leading cell type by area covers 45.8% of the netlist area.
state kept, by name, indices dropped and copies added (netlist names), named ones only:
name / cells
char_valid_q: 1
int_char_data_q: 5
int_char_ind_q: 3
curr_state: 10
cleanup_flag_q: 1
btn_t_res_q: 1
inter_t_res_q: 1
synthesized netlist by cell type:
| master | count |
|---|---|
| nor4b_1 | 1 |
| o21ai_0 | 3 |
| nand2_1 | 4 |
| o31ai_1 | 1 |
| or3b_2 | 1 |
| nor2b_1 | 4 |
| nor4_1 | 1 |
| and3_1 | 3 |
| a211oi_2 | 1 |
| xnor2_2 | 1 |
| mux2i_1 | 2 |
| nand3_1 | 4 |
| a2111oi_1 | 1 |
| buf_2 | 2 |
| nor3_1 | 2 |
| o31a_1 | 1 |
| clkbuf_1 | 2 |
| inv_1 | 7 |
| a21oi_1 | 14 |
| dfxtp_1 | 23 |
| nor3b_1 | 1 |
| o22a_1 | 1 |
| nand2b_1 | 3 |
| and2_1 | 2 |
| buf_4 | 2 |
| nor2_1 | 14 |
| a31oi_1 | 4 |
| a221o_1 | 1 |
| ha_1 | 4 |
| and2_2 | 1 |
| or3b_4 | 1 |
| nand4b_1 | 1 |
cells by family (layout without fill, tap and decap cells):
logic type	Yosys count	count (layout)	share of synthesized area [%]
and+or+nand+nor	43	43	23.0
xor gates and xnor gates	1	1	1.62
buffers and inverters	13	46	5.85
DFF	23	23	45.8
AOI/OAI and AO/OA	27	27	16.7
adders and majority gates	4	4	4.98
muxes	2	2	1.99
area by class of cell:
class / count / area share (%)
clock buffer: 3 / 2.76
clock inverter: 1 / 0.418
inverter: 7 / 1.75
multi-input combinational: 77 / 36.8
sequential: 23 / 31.2
tap: 70 / 5.85
timing repair buffer: 35 / 21.3
power by group:
| part | switching, W | internal [W] | total [W] |
|---|---|---|---|
| Combinational | 0.0000232 | 0.0000300 | 0.0000532 |
| Sequential | 0.00000387 | 0.000615 | 0.000619 |
| Clock | 0.000206 | 0.000189 | 0.000395 |
worst reg2reg max path, stage by stage, from the launching register on:
cell and delay, ns:
dfxtp_4 0.36, inv_2 0.04, ha_4 0.14, or3b_4 0.39, a211oi_2 0.20, mux2i_1 0.21, a21oi_1 0.09
path summary, 6_finish.rpt:
path                                   from                               to  slack, ns  cells after the start
max reg2reg  int_char_ind_q[0]$_SDFFE_PP0P_  int_char_data_q[4]$_SDFFE_PP0P_      -0.03                      6
min reg2reg           curr_state[3]$_DFF_P_           btn_t_res_q$_SDFF_PP0_       0.47                      1
max          int_char_ind_q[0]$_SDFFE_PP0P_  int_char_data_q[4]$_SDFFE_PP0P_      -0.03                      6
min                   curr_state[3]$_DFF_P_           btn_t_res_q$_SDFF_PP0_       0.47                      1
stage by stage:
stage	setup TNS [ns]	power [W]	utilization, %	worst slack (ns)	std cells
final	-0.0259	0.00107	28.8	-0.0259	216
after global routing	-0.283	0.00112	28.8	-0.109	216
after CTS	-0.0630	0.00108	27.8	-0.0277	215
after detailed placement	-0.0486	0.000686	26.3	-0.0486	209
after global placement	-0.0204	0.000686	26.3	-0.0204	209
after floorplan	-0.104	0.000652	-	-0.0914	113
per-layer routing:
layer,up-vias,wire (µm)
met1,395,1220
met2,22,1010
met5,-,0
met4,0,8
met3,2,174
li1,458,-
repair_timing:
item,in CTS,in global routing
pin swaps,2,3
gates cloned,0,0
setup endpoints to repair,5,8
resized,2,9
setup buffers,2,1
Power figures rest on the tool's default switching activity, not on a simulated workload.
